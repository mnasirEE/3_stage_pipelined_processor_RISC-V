$ cat run.sh
#!/bin/bash
# OpenROAD 26Q1-2900-gdf79404cd8, Yosys 0.63+post, stock flow scripts
make -C /OpenROAD-flow-scripts/flow DESIGN_CONFIG=/design/flow/config.mk WORK_HOME=/design/flow/orfs finish
$ cat config.mk
export PLATFORM = sky130hd
export DESIGN_NAME = program_counter
export DESIGN_NICKNAME = program_counter
export VERILOG_FILES = /design/flow/design.v
export SDC_FILE = /design/flow/constraint.sdc
export NUM_CORES = 4
export LEC_CHECK = 1
export CORE_AREA = 10 10 101 101
export DIE_AREA = 0 0 111 111
$ cat constraint.sdc
current_design program_counter

set clk_period 4.4
set clk_io_pct 0.2

create_clock -name clk0 -period $clk_period [get_ports {clk}]

set non_clock_inputs [all_inputs -no_clocks]
set_input_delay [expr $clk_period * $clk_io_pct] -clock clk0 $non_clock_inputs
set_output_delay [expr $clk_period * $clk_io_pct] -clock clk0 [all_outputs]
$ cat design.v
module program_counter #(parameter counter_width = 32)
    ( output logic [counter_width - 1:0] pc,
    input logic reset,
    input logic clk
);
always_ff @(posedge clk, posedge reset)
    if (reset)
        pc <= 0;
    else
        pc <= pc + 1;
endmodule
==> flow_summary_export.csv <==
group,metric,value,unit
synthesis,top_cells_by_area,"dfrtp_1, xor2_1, xnor2_1",
final_layout,largest_registers,"pc x32",
clock_network,cts_resized,0,
final_layout,nFillCells,861,
clock_network,clock-sinks,32,
floorplan,die_w,111,um
worst_hold_path,min-delay-start,"pc[31]",
final_timing,fmax,462,MHz
floorplan,die_h,111,um
setup_path,slowest_stage,"clkdlybuf4s50_1",
final_timing,report.final.setup_viol,0,
final_layout,final_cells,271,
final_timing,finClkSkew,4.32,ps
clock_network,clock_latency,280,ps
setup_path,cp.required,3520,ps
placed_design,place_inst,264,
detailed_routing,dr.first_iter.drc_count,25,
floorplan,core_area,8130,um2
clock_network,postCtsSetupBuffers,0,
final_layout,top_register,"pc",
status,outcome,"completed",
synthesis,synth.avg_cell_area,11.5,um2
floorplan,core.rowCount,33,
setup_path,cp_max_fo,5,
final_timing,slew_viol_final,0,
global_routing,grt_max_degree,33,
detailed_routing,drc_errors,0,
setup_path,crit_chain,"clkdlybuf4s50_1",
global_routing,grt_pass1_vias,1059,
detailed_routing,post_drt_wl_per_cell,12.7,um
clock_network,clkTransAtPathRegs,70,ps
final_layout,area_growth,36.5,%
placed_design,io_buffers,33,
final_timing,finalHoldViolations,0,
final_timing,rsz0062_at_grt,"no",
floorplan,dieArea,12300,um2
placed_design,dp_hpwl,2520,um
final_timing,min_period,2160,ps
global_routing,antenna_found_initial,0,
run,drv_cap,0,
setup_path,worstSetupStartpointType,"flop",
clock_network,clk_path_buf_depth,2,
power_and_ir_drop,ir_drop,0.104,mV
global_routing,grt-ovfl-total,0,
power_and_ir_drop,p_sw,0.112,mW
synthesis,top_area_cell,"dfrtp_1",
setup_path,reg2reg_to,"pc[28]",
setup_path,cp_top_family,"buffers and inverters",
final_timing,worst_hold_slack,468,ps
power_and_ir_drop,p_leak,0.886,nW
setup_path,r2r_cells,5,
final_layout,largest_reg_flops,32,
setup_path,critPathMaxStageDelay,530,ps
power_and_ir_drop,pwr-share-comb,0.013,
worst_hold_path,hold_depth,1,
detailed_routing,viasPerCell,3.95,
clock_network,cts_max_level,2,
final_timing,setup-tns-final,0,ps
final_timing,finalClockPeriodUsage,0.492,
final_timing,fin_ws,2240,ps
final_layout,area.sequential,801,um2
setup_path,r2r-start,"pc[0]",
detailed_routing,ant_nets,0,
final_layout,combGateArea,647,um2
final_layout,drive_gt1_frac,0.0964,
detailed_routing,vias,1071,
clock_network,holdBufCountCts,0,
power_and_ir_drop,netSwitchingFraction,0.205,
synthesis,ys_seq_share,0.538,
clock_network,cts-root-buf,"clkbuf_8",
detailed_routing,diodes,0,
synthesis,ys_area,1490,um2
setup_path,rrSetupSlack,2580,ps
clock_network,numCtsBuffers,5,
detailed_routing,drt-total-wl,3450,um
detailed_routing,first_pass_iters,4,
synthesis,ys_cells,129,
synthesis,netlist_instances,129,
final_layout,lay_top_cells,"clkdlybuf4s50_1, dfrtp_1, xor2_1, xnor2_1, nand3_1",
final_layout,lay_top_count,"clkdlybuf4s50_1",
placed_design,post-place-ws,2520,ps
clock_network,cts_tree,"done",
final_timing,slew_headroom,0.658,
setup_path,worstPathArrival,1280,ps
global_routing,grt_pass1_wl,5770,um
power_and_ir_drop,power_frac_seq,0.537,
worst_hold_path,hold_path.class,"flop to flop",
synthesis,top_area_frac,0.538,
power_and_ir_drop,total_power,0.547,mW
run,warnings,25,
synthesis,ys_types,21,
floorplan,ios,34,
power_and_ir_drop,p_int,0.435,mW
setup_path,path_buffers,1,
synthesis,yosysWarnings,1,
floorplan,fp_util,0.183,
final_timing,worst_pin_slew,512,ps
power_and_ir_drop,powerDensity,269,nW/um2
global_routing,track_usage,0.0564,
setup_path,critPathKind,"flop to primary output",
power_and_ir_drop,power_frac_clock,0.449,
synthesis,ys_seq_elements,32,
worst_hold_path,holdPathEnd,"pc[31]",
placed_design,gp_congestion,0.775,
synthesis,syn_area,1490,um2
setup_path,cp-end-kind,"primary output",
-- stage by stage --
stage               cell area, um2   util
floorplan                     1490      -
global placement              1940  0.238
detailed placement            1940  0.238
CTS                           2030  0.250
global route                  2030  0.250
finish                        2030  0.250
-- power by group through the flow --
stage	Clock [mW]	Sequential, mW	Combinational [mW]
global route	0.265	0.294	0.00890
CTS	0.251	0.294	0.00791
finish	0.246	0.294	0.00737
-- worst max path at each step --
stage / start / end / slack (ps) / cells after the start
CTS: pc[21] / pc[21] / 2210 / 1
global route: pc[21] / pc[21] / 2160 / 1
finish: pc[21] / pc[21] / 2240 / 1
-- cells in the mapped netlist, drive strengths merged --
cell and instances:
and3 5, and4 5, buf 4, dfrtp 32, ha 1, inv 5, nand2 10, nand3 13
nand4 4, nor2 4, nor2b 1, nor3 4, nor3b 1, nor4 10, xnor2 11, xor2 19
-- logic make-up (layout without fill, tap and decap cells) --
kind of cell  after synthesis  count (layout)  share of synthesized area
simple gates               57              57                      0.250
flops                      32              32                      0.538
xor+xnor                   30              30                      0.176
buf+inv                     9              46                     0.0277
fa+ha+maj                   1               1                    0.00840
-- routing by layer --
metal / vias to the layer above / wire length (um) / global-route usage
li1: 521 / - / -
met5: - / 0 / 0
met2: 27 / 1470 / 0.0778
met1: 521 / 1690 / 0.0820
met3: 2 / 286 / 0.0246
met4: 0 / 10 / 0.00521
-- cell type report --
class | count | area share
Inverter | 5 | 0.00924
Timing Repair Buffer | 34 | 0.166
Multi-Input combinational cell | 88 | 0.318
Sequential cell | 32 | 0.394
Tap cell | 105 | 0.0647
Clock buffer | 7 | 0.0474
Power figures rest on the tool's default switching activity, not on a simulated workload.
